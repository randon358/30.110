### config.mk
export PLATFORM = sky130hd
export DESIGN_NAME = decade_counter
export DESIGN_NICKNAME = decade_counter
export VERILOG_FILES = /design/flow/design.v
export SDC_FILE = /design/flow/constraint.sdc
export NUM_CORES = 4
export LEC_CHECK = 1
export CORE_AREA = 10 10 70 70
export DIE_AREA = 0 0 80 80
### constraint.sdc
current_design decade_counter

set clk_period 1.2
set clk_io_pct 0.2

create_clock -name clk0 -period $clk_period [get_ports {clk}]

set non_clock_inputs [all_inputs -no_clocks]
set_input_delay [expr $clk_period * $clk_io_pct] -clock clk0 $non_clock_inputs
set_output_delay [expr $clk_period * $clk_io_pct] -clock clk0 [all_outputs]
### design.v
`timescale 1ns / 1ps
module decade_counter(
  input clk,
  input rst,
  output [3:0] count,
  output ten
);
reg [3:0] count_internal;
reg ten_internal;
assign count=count_internal;
assign ten= ten_internal;
always @(posedge clk or posedge rst) begin
  if (rst) begin
    count_internal <= 4'b0000;
    ten_internal <= 0;
  end else begin
    if (count_internal == 4'b1001) begin
      count_internal <= 4'b0000;
      ten_internal <= 1;  
    end else begin 
      count_internal <= count_internal +1;
      ten_internal <= 0 ;  
    end
  end
end
endmodule
### run.sh
#!/bin/bash
# OpenROAD 26Q1-2900-gdf79404cd8, Yosys 0.63+post, stock flow scripts
make -C /OpenROAD-flow-scripts/flow DESIGN_CONFIG=/design/flow/config.mk WORK_HOME=/design/flow/orfs finish
==> results.sh <==
# yosys + openroad results
export IMPL_layout_drive_gt1_share=0.290
export IMPL_log_warning_count=25
export IMPL_initial_antenna_violation_count=0
export IMPL_die_height_um=80
export IMPL_placement_rows=21
export IMPL_post_synth_area_from_yosys_stat_sq_um=200
export IMPL_syn_to_final_growth_pct=83.8
export IMPL_finalWorstSetupSlack_ps=76.0
export IMPL_cts_tree="done"
export IMPL_worstHoldPathType="primary input to async pin"
export IMPL_wire_length_of_the_first_global_routing_pass_um=793
export IMPL_yosys_top_cells_area="dfrtp_1, inv_1, mux2_2, a221o_1, nor2b_2"
export IMPL_worst_clock_skew_ps=2.78
export IMPL_worst_ep_arrival_time_ps=1240
export IMPL_ys_warnings_count=1
export IMPL_dr_total_vias=171
export IMPL_clk_insertion_delay_late_ps=240
export IMPL_synth_cells_yosys=17
export IMPL_timing_setup_critical_path_class="register to register"
export IMPL_run_status="complete, no violations"
export IMPL_peakVddDrop_uv=129
export IMPL_drcViolationCount=0
export IMPL_placed_cells_incl_taps=72
export IMPL_antenna_cells=0
export IMPL_slew_headroom=0.869
export IMPL_reg2reg_depth=3
export IMPL_io_pins=7
export IMPL_final_cell_mix="dfrtp_1, dlygate4sd2_1, buf_4"
export IMPL_via_count_of_the_first_global_routing_pass=190
export IMPL_drv_slew=0
export IMPL_postCtsHoldBufs=0
export IMPL_final_cells=77
export IMPL_power_static_leakage_nw=0.167
export IMPL_syn_area_sq_um=200
export IMPL_reg2reg_setup_slack_ps=80
export IMPL_dpl_hpwl_um=402
export IMPL_hold_violations=0
export IMPL_fin_setup_tns_ps=0
export IMPL_aggregate_global_route_resource_usage=0.0146
export IMPL_cts_buffer_count=3
export IMPL_wl_met1_um=190
export IMPL_max_cap_violations=0
export IMPL_port_buffer_count=6
export IMPL_worstMarginPinSlew_ps=197
export IMPL_top_signal_layer_used="met4"
export IMPL_detail_route_vias_per_cell=2.22
export IMPL_drt_pass1_iter_count=2
export IMPL_maximum_number_of_pins_on_one_net_before_global_route_repair=7
export IMPL_power_density_over_the_cells_mw_per_mm2=1000
export IMPL_path_clk_slew_ps=40
export IMPL_grt_setup_unrepaired="no"
export IMPL_core_area_sq_mm=0.00342
export IMPL_endpoint_kind="register"
export IMPL_clock_fmax_mhz=890
export IMPL_first_iter_violations=7
export IMPL_crit_path_launch_type="register"
export IMPL_post_synth_top_area_fraction=0.625
export IMPL_ctsHtreeMaxLevel=1
export IMPL_clock_tree_root_cell="clkbuf_4"
export IMPL_r2r_start="count_internal[3]$_DFF_PP0_"
export IMPL_final_min_period_over_clock_period=0.937
export IMPL_dr_wl_met3_um=3
export IMPL_timing_critical_path_required_ps=1320
export IMPL_pre_cts_ws_ps=93.8
export IMPL_clock_tree_buffer_depth=2
export IMPL_antenna_violating_nets_left=0
export IMPL_synthesis_instances=17
export IMPL_chip_area_sq_mm=0.00640
export IMPL_synth_cell_types=11
export IMPL_syn_mean_instance_area_sq_um=11.8
export IMPL_cp_max_fo=3
export IMPL_finalSetupViolations=0
export IMPL_synth_seq_share=0.625
export IMPL_initial_util=0.0586
export IMPL_timing_rr_end="count_internal[3]$_DFF_PP0_"
export IMPL_met2_wire_length_um=282
export IMPL_wirelength_um=496
export IMPL_number_of_storage_elements_in_the_synthesis_netlist=5
export IMPL_clock_sinks=5
export IMPL_synth_top_cell_by_area="dfrtp_1"
export IMPL_place_congestion=0.736
export IMPL_avgRoutedWirePerCell_um=6.44
export IMPL_final_min_clock_period_ps=1120
export IMPL_final_fill_count=403
export IMPL_x_dimension_of_the_die_um=80
export IMPL_globalRouteOverflowTotal=0
[power breakdown]
group | total, W | internal, W | switching [W]
registers | 0.000169 | 0.000169 | 0
clock network | 0.000193 | 0.000126 | 0.0000671
logic | 0.00000660 | 0.00000305 | 0.00000355
total | 0.000369 | 0.000298 | 0.0000707
[worst max-delay path, cell delays in order (launching register included)]
cell and delay [ps]:
dfrtp_1 370, buf_4 140, nor2b_2 160, a221o_1 340
[worst max path at each step]
stage                                        from                     endpoint  slack (ps)
final                 count_internal[3]$_DFF_PP0_  count_internal[3]$_DFF_PP0_          80
after global routing  count_internal[3]$_DFF_PP0_  count_internal[3]$_DFF_PP0_          40
after CTS             count_internal[2]$_DFF_PP0_                     count[2]          70
[sequential cells by signal, indices dropped and copies added, names as in the netlist]
signal / count
count_internal: 4
ten_internal: 1
[synthesized netlist by cell type (all sizes together)]
master  instances
a221o           1
dfrtp           5
inv             3
mux2            1
nand2           1
nor2            1
nor2b           1
nor3            1
nor3b           1
o21ai           1
xnor2           1
[stage by stage]
step                cell area (sq um)  hold slack (ps)    util  total power, W
global placement                  340              450  0.0996        0.000178
floorplan                         200             18.5       -        0.000174
detailed placement                340              462  0.0996        0.000178
CTS                               368              202   0.108        0.000380
finish                            368              202   0.108        0.000369
global route                      368              217   0.108        0.000386
[area by class of cell]
| type | count | area, sq um | share of cell area |
|---|---|---|---|
| repair buffers | 10 | 83.8 | 0.228 |
| well taps | 46 | 57.6 | 0.156 |
| clock buffers | 4 | 26.3 | 0.0714 |
| inverters | 3 | 11.3 | 0.0306 |
| flip-flops and latches | 5 | 125 | 0.340 |
| multi-input cells | 9 | 63.8 | 0.173 |
[routing by layer]
layer / vias to the layer above / global-route usage
met3: 2 / 0
met2: 3 / 0.0265
met1: 80 / 0.0161
met5: - / 0
met4: 0 / 0.0106
li1: 86 / -
[timing repair]
| action | 4_1_cts | 5_1_grt |
|---|---|---|
| gates resized | 5 | 0 |
| setup buffers | 1 | 0 |
| endpoints found under the setup margin | 5 | 0 |
[kinds of logic after synthesis]
group,share of synthesized area
and+or+nand+nor,0.144
AOI/OAI and AO/OA,0.0750
DFF,0.625
buffers and inverters,0.0562
muxes,0.0562
xor gates and xnor gates,0.0438
Power and IR drop assume default switching activity.
