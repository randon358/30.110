==> run.sh <==
#!/bin/bash
# OpenROAD 26Q1-2900-gdf79404cd8, Yosys 0.63+post, stock flow scripts
make -C /OpenROAD-flow-scripts/flow DESIGN_CONFIG=/design/flow/config.mk WORK_HOME=/design/flow/orfs finish
==> config.mk <==
export PLATFORM = sky130hd
export DESIGN_NAME = nibbleadd
export DESIGN_NICKNAME = nibbleadd
export VERILOG_FILES = /design/flow/design.v
export SDC_FILE = /design/flow/constraint.sdc
export NUM_CORES = 4
export LEC_CHECK = 1
export CORE_AREA = 10 10 70 70
export DIE_AREA = 0 0 80 80
==> constraint.sdc <==
current_design nibbleadd

set clk_period 3.4
set clk_io_pct 0.2

create_clock -name clk0 -period $clk_period

set non_clock_inputs [all_inputs -no_clocks]
set_input_delay [expr $clk_period * $clk_io_pct] -clock clk0 $non_clock_inputs
set_output_delay [expr $clk_period * $clk_io_pct] -clock clk0 [all_outputs]
==> design.v <==
`timescale 1ns / 1ps
module nibbleadd(
    input [7:0] A,
    input [7:0] B,
    input ctrl,
    output reg [4:0] q
);
    wire [4:0] full_sum_lower;
    wire [4:0] full_sum_upper;
    assign full_sum_lower = {1'b0, A[3:0]} + {1'b0, B[3:0]};
    assign full_sum_upper = {1'b0, A[7:4]} + {1'b0, B[7:4]};
    always @* begin
        if (ctrl == 1'b0) begin
            q = full_sum_lower;
        end else begin
            q = full_sum_upper;
        end
    end
endmodule
==> metrics.log <==
[report] implementation figures
[metrics] switching power: 0.0279 mW
[metrics] Critical Path AT: 2.54 ns
[metrics] chip area in the Yosys report: 342 sq um
[metrics] Port Buf Inserts: 22
[metrics] Crit path required time: 2.72 ns
[metrics] fp util: 10.0%
[metrics] most frequent cells in the layout: sky130_fd_sc_hd__clkdlybuf4s50_1 (21), sky130_fd_sc_hd__ha_1 (7), sky130_fd_sc_hd__inv_1 (6), sky130_fd_sc_hd__a21oi_1 (5), sky130_fd_sc_hd__nor2b_1 (3)
[metrics] registers: 0
[metrics] Critical path buffers and inverters: 3
[metrics] clock buffer instance count of the final layout: 0
[metrics] Crit Path Class: in -> out
[metrics] Vert. Die Dim: 80 microns
[metrics] internal cell power: 0.0540 mW
[metrics] worst hold endpoint: q[4]
[metrics] Post-Place Worst Slack: 0.0629 ns
[metrics] total core area: 3420 sq um
[metrics] Avg Vias per Cell: 3.04
[metrics] post-route worst setup slack: 0.184 ns
[metrics] worst hold path depth: 5
[metrics] biggest area cells: sky130_fd_sc_hd__ha_1 (29%), sky130_fd_sc_hd__fa_1 (12%), sky130_fd_sc_hd__a21oi_1 (7.3%), sky130_fd_sc_hd__inv_1 (6.6%), sky130_fd_sc_hd__nor2b_1 (5.5%)
[metrics] unrepaired setup endpoints after global routing: false
[metrics] Starting DRT DRC Count: 7
[metrics] Clk network pwr share: 0%
[metrics] DRT antenna net count: 0
[metrics] Post-Route Setup TNS: 0 ns
[metrics] Critical Path Source: A[0]
[metrics] floorplan row count: 21
[metrics] mapped cell area: 342 sq um
[metrics] first-pass GRT wire length: 1840 microns
[metrics] Worst Setup End Kind: output port
[metrics] worst min-delay path category: in -> out
[metrics] half-perimeter wire length after detailed placement: 993 microns
[metrics] last weighted congestion value of the routability-driven placer: 0.729
[metrics] IO Pins: 22
[metrics] Via Count: 334
[metrics] CP max stage delay: 0.49 ns
[metrics] maximum capacitance violations: 0
[metrics] DRT Pass-1 Iters: 2
[metrics] Unique cell types: 20
[metrics] total die size: 6400 sq um
[metrics] Slowest cell on crit path: sky130_fd_sc_hd__clkdlybuf4s50_1
[metrics] count of unresolved DRC violations after routing: 0
[metrics] count of hold-fix buffers inserted at cts: 0
[metrics] most used cell, CP: sky130_fd_sc_hd__clkdlybuf4s50_1
[metrics] GRT Util Overall: 3.52%
[metrics] Slew HR: 85.2%
[metrics] via count of the first global-routing pass: 394
[metrics] routed wirelength normalized by instance count: 9.63 microns
[metrics] Fmax achieved: 0.311 GHz
[metrics] final setup violation count: 0
[metrics] number of antenna violations at the first check in global routing: 0
[metrics] gate count of the mapped netlist: 42
[metrics] cell count in the Yosys report: 42
[metrics] Min Clock Period, post-route: 3.22 ns
[metrics] P_leak: 0.258 nW
[metrics] post-synthesis sequential area ratio: 0%
[metrics] total wire length after detailed routing: 1060 microns
[metrics] P&R area growth vs syn: 82.4%
[metrics] total overflow reported by the global router: 0
[metrics] Reg power frac: 0%
[metrics] family with the most delay on the worst path: buffers and inverters
[metrics] largest net degree at the start of global routing: 7
[metrics] Worst Max-Slew Pin Slew: 0.221 ns
[metrics] fraction of layout cells with a size suffix above 1: 10.9%
[metrics] Pwr per Cell Area: 131 nW/um^2
[metrics] combined flip-flop and latch cell area: 0 sq um
[metrics] cell count along the critical path: 8
[metrics] Post-Synthesis Mean Instance Area: 8.13 sq um
[metrics] outcome: finished clean
[metrics] share of Yosys cell area claimed by the top area cell type: 29.3%
[metrics] number of hold violations in the final report: 0
[metrics] warnings from Yosys: 1
[metrics] maximum vdd ir drop: 0.0464 mV
[metrics] most common cell after layout, fill and taps aside: sky130_fd_sc_hd__clkdlybuf4s50_1
[metrics] largest area contributor in the synthesized netlist: sky130_fd_sc_hd__ha_1
[metrics] Final Max Slew Viols: 0
[metrics] Max Fanout on Critical Path: 2
[metrics] Switching Fraction: 34.1%
[metrics] startpoint of the worst hold path: B[3]
[metrics] Final Cycle Share: 94.6%
[metrics] diode insertion count for antenna repair: 0
[metrics] Critical Path Source Type: input port
[metrics] stage-log warning count: 32
[metrics] portion of total power attributed to combinational logic: 100.0%
[metrics] crit-path cells: clkdlybuf4s50_1, ha_2, inv_1, fa_2, xnor2_1, nor2_1, a21oi_1, clkdlybuf4s50_1
[metrics] die width: 80 microns
## layout make-up
type,count,area (sq um)
fillers,391,2790
multi-input cells,35,313
repair buffers,23,230
well taps,46,57.6
inverters,6,22.5
## timing repair
item / 4_1_cts / 5_1_grt
setup endpoints to repair: 0 / 1
gates resized: 0 / 3
setup buffers: 0 / 0
## worst max-delay path by stage
| stage | slack [ns] | end |
|---|---|---|
| CTS | 0.07 | q[4] |
| global route | 0.07 | q[3] |
| finish | 0.18 | q[2] |
## metrics by stage
stage / cells / util [%] / area (sq um) / hold slack [ns] / power (mW)
floorplan: 42 / - / 342 / 1.50 / 0.0366
global placement: 110 / 18.0 / 616 / 2.47 / 0.0838
detailed placement: 110 / 18.0 / 616 / 2.48 / 0.0839
CTS: 110 / 18.0 / 616 / 2.48 / 0.0848
global route: 110 / 18.2 / 623 / 2.28 / 0.0934
finish: 110 / 18.2 / 623 / 2.23 / 0.0819
## Yosys cell counts, drive strengths merged, types with 2 or more instances
master / number
a21oi: 5
o21ai: 2
fa: 2
nand3: 2
inv: 6
nor2b: 3
ha: 8
nor2: 3
## worst min-delay path, cell delays in order
cell                              delay (ns)
sky130_fd_sc_hd__clkdlybuf4s50_1        0.41
sky130_fd_sc_hd__ha_1                   0.18
sky130_fd_sc_hd__nor2_1                 0.08
sky130_fd_sc_hd__a22oi_1                0.06
sky130_fd_sc_hd__dlymetal6s2s_1         0.14
## layer usage
metal	global-route usage (%)	vias to the layer above	part of all wire, %
li1	-	189	-
met1	5.00	132	51
met2	5.54	13	41
met3	0.909	0	7.7
met4	0	0	0
met5	0	-	0
## power by group through the flow
stage	clock (mW)	sequential, mW	combinational, mW
after CTS	0	0	0.0848
after global routing	0	0	0.0934
final	0	0	0.0819
## cells by family (layout without fill, tap and decap cells)
group,count (synthesis),count (layout),share of synthesized area (%)
muxes,2,2,6.23
buffers and inverters,7,29,9.89
xor gates and xnor gates,2,2,5.13
AOI/OAI and AO/OA,8,8,12.5
adders and majority gates,10,10,41.0
and+or+nand+nor,13,13,25.3
Power figures rest on the tool's default switching activity, not on a simulated workload.
