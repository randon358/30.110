==> design.v <==
module CCTA(
    input [3:0] A,
    input [3:0] B,
    input [3:0] C,
    input rst,
    input ctrl,
    output reg [4:0] q
);
always @(A, B, C, rst, ctrl) begin
    if (rst) begin
        q <= 5'b0;  
    end else if (ctrl == 0) begin
        q <= A + B;  
    end else begin
        q <= A - C;  
    end
end
endmodule
==> run.sh <==
#!/bin/bash
# OpenROAD 26Q1-2900-gdf79404cd8, Yosys 0.63+post, stock flow scripts
make -C /OpenROAD-flow-scripts/flow DESIGN_CONFIG=/design/flow/config.mk WORK_HOME=/design/flow/orfs finish
==> config.mk <==
export PLATFORM = sky130hd
export DESIGN_NAME = CCTA
export DESIGN_NICKNAME = CCTA
export VERILOG_FILES = /design/flow/design.v
export SDC_FILE = /design/flow/constraint.sdc
export NUM_CORES = 4
export LEC_CHECK = 1
export CORE_AREA = 10 10 70 70
export DIE_AREA = 0 0 80 80
==> constraint.sdc <==
current_design CCTA

set clk_period 2.9
set clk_io_pct 0.2

create_clock -name clk0 -period $clk_period

set non_clock_inputs [all_inputs -no_clocks]
set_input_delay [expr $clk_period * $clk_io_pct] -clock clk0 $non_clock_inputs
set_output_delay [expr $clk_period * $clk_io_pct] -clock clk0 [all_outputs]
==> impl_table.tex <==
% Table of physical implementation metrics
\begin{tabular}{lr}
\hline
Metric & Value \\
\hline
\multicolumn{2}{l}{\textbf{Outcome}} \\
\quad Status & finished clean \\
\multicolumn{2}{l}{\textbf{STA}} \\
\quad Max Transition Viols Final & 0 \\
\quad Worst hold slack & 1820 ps \\
\quad Hold Fails Final Rpt & 0 \\
\quad Final setup TNS & 0 ps \\
\quad Unrepaired setup endpoints after global routing & false \\
\quad Final worst-path cycle share & 96.9\% \\
\quad Highest clock rate & 356 MHz \\
\quad Setup slack after layout & 89.0 ps \\
\quad Total setup violations reported at the end of the flow & 0 \\
\quad Worst slew margin relative to its limit & 85.6\% \\
\quad Final period demand of the worst path & 2810 ps \\
\quad Transition time at the pin with the least slew margin & 215 ps \\
\multicolumn{2}{l}{\textbf{Synth}} \\
\quad Yosys cell count & 36 \\
\quad Dominant comb cell & adder cells \\
\quad Instance tally after logic synthesis & 36 \\
\quad YS warnings & 1 \\
\quad Mean instance size in the synthesized netlist & 6.99 um\^{}2 \\
\quad Portion of the post-synthesis area used by sequential elements & 0\% \\
\quad Count of different cell masters after synthesis & 16 \\
\quad XOR Share, Synth & 13.9\% \\
\quad Netlist area before placement & 251 um\^{}2 \\
\quad Area leader, netlist & sky130\_fd\_sc\_hd\_\_ha\_1 \\
\quad Post-synthesis adder-cell area fraction & 32.8\% \\
\quad Aoi/oai-family share of the synthesized area & 20.4\% \\
\quad Post-synthesis mux area share & 3.98\% \\
\quad Chip area estimate from yosys synthesis & 251 um\^{}2 \\
\quad Portion of synthesized cell area occupied by the leading cell type & 24.9\% \\
\quad Simple logic cell fraction of the synthesized area & 21.4\% \\
\quad Area contributors post-synth & sky130\_fd\_sc\_hd\_\_ha\_1 25\%, sky130\_fd\_sc\_hd\_\_nor2\_1 9.0\%, sky130\_fd\_sc\_hd\_\_fa\_1 8.0\% \\
\multicolumn{2}{l}{\textbf{Final layout}} \\
\quad Final-layout fill cell count & 382 \\
\quad Post-layout instance count excluding filler cells & 109 \\
\quad Clock buf count & 0 \\
\quad Area growth from synthesis to layout & 137\% \\
\quad Fin area & 597 um\^{}2 \\
\quad Combinational cell area excluding buffers and inverters & 298 um\^{}2 \\
\quad Share of the core filled with cells & 17.5\% \\
\quad Layout cells sized above 1 & 44.4\% \\
\quad Storage cell area & 0 um\^{}2 \\
\quad Flops & 0 \\
\multicolumn{2}{l}{\textbf{Job}} \\
\quad Max-cap violation count & 0 \\
\quad Tool Warnings & 33 \\
\multicolumn{2}{l}{\textbf{Hold path}} \\
\quad Hold worst-path end & q[4] \\
\quad Hold Path Origin & ctrl \\
\quad Worst hold path cell count & 6 \\
\quad Hold Crit Class & in -> out \\
\multicolumn{2}{l}{\textbf{Floorplanning}} \\
\quad Floorplan die area & 6400 um\^{}2 \\
\quad Site Rows & 21 \\
\quad Initial core utilization & 7.36\% \\
\quad Height of the die & 80 um \\
\quad Area of the core & 3420 um\^{}2 \\
\quad Boundary Pins & 19 \\
\quad Overall die width & 80 um \\
\multicolumn{2}{l}{\textbf{Setup path}} \\
\quad CP Data Arrival Time & 2230 ps \\
\quad Category of the worst setup path capture point & output port \\
\quad Maximum net fanout on the critical path & 2 \\
\quad Startpoint type of the worst setup path & input port \\
\quad Launching element of the worst setup path & A[0] \\
\quad Required arrival time at the worst endpoint & 2320 ps \\
\quad Type of the worst setup path & in -> out \\
\multicolumn{2}{l}{\textbf{Pwr}} \\
\quad Net Sw Frac & 39.2\% \\
\quad P\_sw & 0.0428 mW \\
\quad IR drop worst, VDD & 0.0308 mV \\
\quad Power Total & 0.109 mW \\
\quad Sequential Power Share & 0\% \\
\quad Int Power & 0.0663 mW \\
\quad Clock network power share & 0\% \\
\quad Combinational Power Share & 100.0\% \\
\quad LEAKAGE & 0.268 nW \\
\quad Total power density per cell area & 183 nW/um\^{}2 \\
\multicolumn{2}{l}{\textbf{Routing}} \\
\quad Antenna violation net count after detailed routing & 0 \\
\quad \# diodes & 0 \\
\quad Number of search-and-repair iterations in the first detailed-routing pass & 2 \\
\quad Routed wirelength normalized by instance count & 9.31 um \\
\quad DRC violation count after routing & 0 \\
\quad Routed via count & 333 \\
\quad WL final & 1.02 mm \\
\quad Starting DRC count in detailed routing & 3 \\
\quad Post-detailed-route via-to-cell ratio & 3.06 \\
\multicolumn{2}{l}{\textbf{Placement}} \\
\quad Standard cell area after detailed placement & 541 um\^{}2 \\
\quad Dpl ws & -683 ps \\
\quad Number of placed cells counting well taps & 106 \\
\quad Routability congestion estimate from global placement & 0.748 \\
\quad Post-DP HPWL & 795 um \\
\quad IO Port Bufs & 19 \\
\multicolumn{2}{l}{\textbf{GRT}} \\
\quad Global-route wire length before repair & 1.52 mm \\
\quad GRT Residual Overflow & 0 \\
\quad Global-route total usage across every layer & 2.82\% \\
\quad Number of antenna violations at the first check in global routing & 0 \\
\quad Vias in the first global route & 337 \\
\quad Pin count of the biggest net entering global routing & 6 \\
\hline
\end{tabular}
==> metal layers <==
layer	track usage (%)	vias to the layer above	routed length, um
met2	4.33	13	431
met1	4.17	146	501
li1	-	174	-
met4	0	0	0
met3	0.568	0	82
met5	0	-	0
==> power groups by stage <==
stage         clock network, mW  registers [mW]  logic (mW)
finish                        0               0       0.109
global route                  0               0       0.123
CTS                           0               0       0.102
==> how the worst max path moves through the flow <==
stage | to | slack (ps) | depth (start not counted)
final | q[4] | 90 | 10
after global routing | q[4] | 0.5 | 10
after CTS | q[3] | -30 | 12
==> synth_stat cells (all sizes together) <==
library cell  number
nor2               6
ha                 5
a21oi              4
inv                4
nor3               3
nor2b              2
o21a               2
xnor2              2
xor2               2
a21o               1
clkbuf             1
fa                 1
mux2i              1
nand2              1
o21ai              1
==> logic make-up (layout without fill, tap and decap cells) <==
family / Yosys count / in the layout
AOI/OAI and AO/OA: 8 / 8
xor gates and xnor gates: 4 / 4
and+or+nand+nor: 12 / 12
adders and majority gates: 6 / 6
buffers and inverters: 5 / 32
muxes: 1 / 1
==> critical path, cell delays in order <==
cell,delay [ps]
sky130_fd_sc_hd__clkdlybuf4s50_1,400
sky130_fd_sc_hd__inv_1,100
sky130_fd_sc_hd__ha_4,150
sky130_fd_sc_hd__inv_2,30
sky130_fd_sc_hd__fa_2,320
sky130_fd_sc_hd__a21o_1,190
sky130_fd_sc_hd__a21oi_2,140
sky130_fd_sc_hd__xnor2_1,140
sky130_fd_sc_hd__nor2_1,50
sky130_fd_sc_hd__buf_2,110
==> layout by cell type (no fill, tap or decap) <==
| cell type | count |
|---|---|
| sky130_fd_sc_hd__nor2b_1 | 2 |
| sky130_fd_sc_hd__o21ai_4 | 1 |
| sky130_fd_sc_hd__fa_2 | 1 |
| sky130_fd_sc_hd__xnor2_1 | 1 |
| sky130_fd_sc_hd__ha_4 | 2 |
| sky130_fd_sc_hd__nand2_1 | 1 |
| sky130_fd_sc_hd__a21o_1 | 1 |
| sky130_fd_sc_hd__nor3_2 | 3 |
| sky130_fd_sc_hd__clkbuf_2 | 3 |
| sky130_fd_sc_hd__a21oi_2 | 1 |
| sky130_fd_sc_hd__buf_2 | 3 |
| sky130_fd_sc_hd__nor2_1 | 6 |
| sky130_fd_sc_hd__a21oi_1 | 3 |
| sky130_fd_sc_hd__inv_1 | 1 |
| sky130_fd_sc_hd__clkdlybuf4s50_1 | 9 |
| sky130_fd_sc_hd__mux2i_2 | 1 |
| sky130_fd_sc_hd__xnor2_2 | 1 |
| sky130_fd_sc_hd__buf_4 | 9 |
| sky130_fd_sc_hd__dlygate4sd2_1 | 3 |
| sky130_fd_sc_hd__xor2_1 | 2 |
| sky130_fd_sc_hd__inv_2 | 3 |
| sky130_fd_sc_hd__o21a_1 | 2 |
| sky130_fd_sc_hd__dlymetal6s2s_1 | 1 |
| sky130_fd_sc_hd__ha_1 | 3 |
==> cell type report <==
cell class	count	area share [%]
inverters	4	2.52
multi-input cells	31	49.9
well taps	46	9.64
repair buffers	28	37.9
==> repair_timing <==
action / CTS / global route
resized: 23 / 15
pin swaps: 9 / 7
setup endpoints to repair: 4 / 4
hold buffers: 0 / 0
endpoints found under the hold margin: 0 / 0
buffers inserted: 3 / 0
Power is estimated from default activity; no workload was simulated.
